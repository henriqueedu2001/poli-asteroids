## ./constraint.sdc

```tcl
current_design uc_menu

set clk_period 2.6
set clk_io_pct 0.2

create_clock -name clk0 -period $clk_period [get_ports {clock}]

set non_clock_inputs [all_inputs -no_clocks]
set_input_delay [expr $clk_period * $clk_io_pct] -clock clk0 $non_clock_inputs
set_output_delay [expr $clk_period * $clk_io_pct] -clock clk0 [all_outputs]
```

## ./config.mk

```make
export PLATFORM = sky130hd
export DESIGN_NAME = uc_menu
export DESIGN_NICKNAME = uc_menu
export VERILOG_FILES = /design/flow/design.v
export SDC_FILE = /design/flow/constraint.sdc
export NUM_CORES = 4
export LEC_CHECK = 1
export CORE_AREA = 10 10 97 97
export DIE_AREA = 0 0 107 107
```

## ./run.sh

```bash
#!/bin/bash
# OpenROAD 26Q1-2900-gdf79404cd8, Yosys 0.63+post, stock flow scripts
make -C /OpenROAD-flow-scripts/flow DESIGN_CONFIG=/design/flow/config.mk WORK_HOME=/design/flow/orfs finish
```

## ./design.v

```verilog
module uc_menu (
        input reset,
        input clock,
        input ocorreu_jogada,
        input tiro,
        input especial,
        input fim_envia_dados,
        input pronto,
        output reg reset_reg_jogada,
        output reg enable_reg_jogada,
        output reg envia_dados,
        output reg iniciar,
        output reg jogo_base_em_andamento,
        output reg reset_jogo_base,
        output reg [7:0] tela_renderizada,
        output reg [4:0] db_estado_uc_menu
);
        parameter inicial                                = 5'b00000;  
        parameter menu_principal                         = 5'b00001;  
        parameter registra_jogada_menu_principal         = 5'b00010;  
        parameter envia_dados_menu_principal_tiro        = 5'b00011;  
        parameter espera_envia_menu_principal_tiro       = 5'b00100;  
        parameter iniciar_jogo                           = 5'b00101;  
        parameter espera_jogo                            = 5'b00110;  
        parameter tela_final                             = 5'b00111;  
        parameter registra_jogada_tela_final             = 5'b01000;  
        parameter envia_dados_tela_final_tiro            = 5'b01001;  
        parameter espera_envia_tela_final_tiro           = 5'b01010;  
        parameter registra_pontuacao                     = 5'b01011;  
        parameter registra_jogada_registra_pontuacao     = 5'b01100;  
        parameter envia_dados_registra_pontuacao         = 5'b01101;  
        parameter espera_envia_pontuacao                 = 5'b01110;  
        parameter envia_dados_menu_principal_especial    = 5'b01111;  
        parameter espera_envia_menu_principal_especial   = 5'b10000;  
        parameter ver_pontuacao                          = 5'b10001;  
        parameter registra_jogada_ver_pontuacao          = 5'b10010;  
        parameter envia_dados_ver_pontuacao              = 5'b10011;  
        parameter espera_envia_dados_ver_pontuacao       = 5'b10100;  
        parameter envia_dados_tela_final_especial        = 5'b10101;  
        parameter espera_envia_dados_tela_final_especial = 5'b10110;  
        parameter aux_registra_jogada_menu_principal     = 5'b10111;  
        parameter aux_registra_jogada_tela_final         = 5'b11000;  
        parameter aux_registra_jogada_registra_pontuacao = 5'b11001;  
        parameter aux_registra_jogada_ver_pontuacao      = 5'b11010;  
        parameter reinicia_jogo_base                     = 5'b11011;  
        parameter envia_dados_fim_jogo                   = 5'b11100;  
        parameter espera_envia_fim_jogo                  = 5'b11101;  
        parameter erro                                   = 5'b11111;  
        reg [4:0] estado_atual, proximo_estado;
        always @(posedge clock or posedge reset) begin
                if (reset)
                        estado_atual <= inicial;
                else
                        estado_atual <= proximo_estado;
        end
        always @* begin
        case (estado_atual)
                inicial:                                proximo_estado = menu_principal;
                menu_principal:                         proximo_estado = ocorreu_jogada ? registra_jogada_menu_principal: menu_principal;
                registra_jogada_menu_principal:         proximo_estado = aux_registra_jogada_menu_principal;
                aux_registra_jogada_menu_principal:     proximo_estado = tiro ? envia_dados_menu_principal_tiro : envia_dados_menu_principal_especial;
                envia_dados_menu_principal_tiro:        proximo_estado = espera_envia_menu_principal_tiro;
                espera_envia_menu_principal_tiro:       proximo_estado = fim_envia_dados ? reinicia_jogo_base : espera_envia_menu_principal_tiro;
                reinicia_jogo_base:                     proximo_estado = iniciar_jogo;
                iniciar_jogo:                           proximo_estado = espera_jogo;
                espera_jogo:                            proximo_estado = pronto ? envia_dados_fim_jogo : espera_jogo;
                envia_dados_fim_jogo:                   proximo_estado = espera_envia_fim_jogo;
                espera_envia_fim_jogo:                  proximo_estado = fim_envia_dados ? tela_final : espera_envia_fim_jogo;
                tela_final:                             proximo_estado = ocorreu_jogada ? registra_jogada_tela_final : tela_final;
                registra_jogada_tela_final:             proximo_estado = aux_registra_jogada_tela_final;
                aux_registra_jogada_tela_final:         proximo_estado = tiro ? envia_dados_tela_final_tiro : envia_dados_tela_final_especial;
                envia_dados_tela_final_tiro:            proximo_estado = espera_envia_tela_final_tiro;                
                espera_envia_tela_final_tiro:           proximo_estado = fim_envia_dados ? registra_pontuacao : espera_envia_tela_final_tiro;
                envia_dados_tela_final_especial:        proximo_estado = espera_envia_dados_tela_final_especial;
                espera_envia_dados_tela_final_especial: proximo_estado = fim_envia_dados ? menu_principal : espera_envia_dados_tela_final_especial; 
                registra_pontuacao:                     proximo_estado = ocorreu_jogada ? registra_jogada_registra_pontuacao : registra_pontuacao;
                registra_jogada_registra_pontuacao:     proximo_estado = aux_registra_jogada_registra_pontuacao;
                aux_registra_jogada_registra_pontuacao: proximo_estado = tiro ? envia_dados_registra_pontuacao : registra_pontuacao;
                envia_dados_registra_pontuacao:         proximo_estado = espera_envia_pontuacao;
                espera_envia_pontuacao:                 proximo_estado = fim_envia_dados ? menu_principal : espera_envia_pontuacao;
                envia_dados_ver_pontuacao:              proximo_estado = espera_envia_dados_ver_pontuacao;
                espera_envia_dados_ver_pontuacao:       proximo_estado = fim_envia_dados ? menu_principal : espera_envia_dados_ver_pontuacao;
                envia_dados_menu_principal_especial:    proximo_estado = espera_envia_menu_principal_especial;
                espera_envia_menu_principal_especial:   proximo_estado = fim_envia_dados ? ver_pontuacao : espera_envia_menu_principal_especial;
                ver_pontuacao:                          proximo_estado = ocorreu_jogada ? registra_jogada_ver_pontuacao : ver_pontuacao;
                registra_jogada_ver_pontuacao:          proximo_estado = aux_registra_jogada_ver_pontuacao;
                aux_registra_jogada_ver_pontuacao:      proximo_estado = especial ? envia_dados_ver_pontuacao : ver_pontuacao;
                default:                                proximo_estado = erro;
        endcase
    end
    always @* begin
        reset_reg_jogada  = (estado_atual == inicial)          ? 1'b1 : 1'b0;
        iniciar           = (estado_atual == iniciar_jogo)     ? 1'b1 : 1'b0;
        jogo_base_em_andamento = (estado_atual == iniciar_jogo || 
                                  estado_atual == espera_jogo  ) ? 1'b1 : 1'b0;
        enable_reg_jogada = (estado_atual == registra_jogada_menu_principal      ||
                             estado_atual == registra_jogada_tela_final          ||
                             estado_atual == registra_jogada_registra_pontuacao  ||
                             estado_atual == registra_jogada_ver_pontuacao       ) ? 1'b1 : 1'b0;
        envia_dados       = (estado_atual == envia_dados_menu_principal_tiro     ||
                             estado_atual == envia_dados_menu_principal_especial ||
                             estado_atual == envia_dados_tela_final_especial     ||
                             estado_atual == envia_dados_tela_final_tiro         ||
                             estado_atual == envia_dados_registra_pontuacao      ||
                             estado_atual == envia_dados_ver_pontuacao           ||
                             estado_atual == envia_dados_fim_jogo                ) ? 1'b1 : 1'b0;
        reset_jogo_base = (estado_atual == reinicia_jogo_base) ? 1'b1 : 1'b0;
        tela_renderizada = (estado_atual == envia_dados_menu_principal_tiro      ||
                            estado_atual == espera_envia_menu_principal_tiro     )? 8'hf4  :  
                           (estado_atual == envia_dados_menu_principal_especial  ||
                            estado_atual == espera_envia_menu_principal_especial) ? 8'hf1  :  
                           (estado_atual == envia_dados_ver_pontuacao         ||
                            estado_atual == espera_envia_dados_ver_pontuacao ) ? 8'hf0  :  
                           (estado_atual == envia_dados_tela_final_tiro      || 
                            estado_atual == espera_envia_tela_final_tiro     )? 8'hf3 :  
                           (estado_atual == envia_dados_tela_final_especial  ||
                            estado_atual == espera_envia_dados_tela_final_especial) ? 8'hf0 :  
                           (estado_atual == envia_dados_registra_pontuacao         ||
                            estado_atual == espera_envia_pontuacao                 ) ? 8'hf0     :
                           (estado_atual == envia_dados_fim_jogo   ||
                            estado_atual == espera_envia_fim_jogo) ? 8'hf2 : 8'hf0;  
        case (estado_atual)
                inicial:                                db_estado_uc_menu = 5'b00000;  
                menu_principal:                         db_estado_uc_menu = 5'b00001;  
                registra_jogada_menu_principal:         db_estado_uc_menu = 5'b00010;  
                envia_dados_menu_principal_tiro:        db_estado_uc_menu = 5'b00011;  
                espera_envia_menu_principal_tiro:       db_estado_uc_menu = 5'b00100;  
                iniciar_jogo:                           db_estado_uc_menu = 5'b00101;  
                espera_jogo:                            db_estado_uc_menu = 5'b00110;  
                tela_final:                             db_estado_uc_menu = 5'b00111;  
                registra_jogada_tela_final:             db_estado_uc_menu = 5'b01000;  
                envia_dados_tela_final_tiro:            db_estado_uc_menu = 5'b01001;  
                espera_envia_tela_final_tiro:           db_estado_uc_menu = 5'b01010;  
                registra_pontuacao:                     db_estado_uc_menu = 5'b01011;  
                registra_jogada_registra_pontuacao:     db_estado_uc_menu = 5'b01100;  
                envia_dados_registra_pontuacao:         db_estado_uc_menu = 5'b01101;  
                espera_envia_pontuacao:                 db_estado_uc_menu = 5'b01110;  
                envia_dados_menu_principal_especial:    db_estado_uc_menu = 5'b01111;  
                espera_envia_menu_principal_especial:   db_estado_uc_menu = 5'b10000;  
                ver_pontuacao:                          db_estado_uc_menu = 5'b10001;  
                registra_jogada_ver_pontuacao:          db_estado_uc_menu = 5'b10010;  
                envia_dados_ver_pontuacao:              db_estado_uc_menu = 5'b10011;  
                espera_envia_dados_ver_pontuacao:       db_estado_uc_menu = 5'b10100;  
                envia_dados_tela_final_especial:        db_estado_uc_menu = 5'b10101;  
                espera_envia_dados_tela_final_especial: db_estado_uc_menu = 5'b10110;  
                aux_registra_jogada_menu_principal:     db_estado_uc_menu = 5'b10111;  
                aux_registra_jogada_tela_final:         db_estado_uc_menu = 5'b11000;  
                aux_registra_jogada_registra_pontuacao: db_estado_uc_menu = 5'b11001;  
                aux_registra_jogada_ver_pontuacao:      db_estado_uc_menu = 5'b11010;  
                reinicia_jogo_base:                     db_estado_uc_menu = 5'b11011;  
                envia_dados_fim_jogo:                   db_estado_uc_menu = 5'b11100;  
                espera_envia_fim_jogo:                  db_estado_uc_menu = 5'b11101;  
                default:                                db_estado_uc_menu = 5'b11111;  
        endcase
    end
endmodule
```

==> job_summary.md <==
## Synthesis and layout report

| Metric | Value |
|---|---|
| Final setup violation count | `0` |
| Number of synthesized flops with an enable pin | `0` |
| Minimum clock period after layout | `2.438 ns` |
| Number of slew-limit violations in the final report | `0` |
| Worst Hold Class | `primary input to async pin` |
| Final period util | `approximately 94%` |
| # clock sinks | `5` |
| Critical Path Source Type | `register` |
| Number of antenna diodes | `0` |
| Element type at the critical path end | `output port` |
| Largest register FFs | `5` |
| Die extent in y | `around 110 µm` |
| Design Area, Final | `0.001290 mm²` |
| Count of non-filler cells in the finished layout | `256` |
| Root buffer selected by CTS | `sky130_fd_sc_hd__clkbuf_8` |
| Remaining global-route overflow | `0` |
| Number of antenna violations at the first check in global routing | `0` |
| Post-synth area from yosys stat | `969.7 µm²` |
| FP Core Util | `13.30%` |
| Setup clock skew after layout | `0.004550 ns` |
| Maximum clock frequency | `a little over 0.4 GHz` |
| Synthesized area per cell | `6.877 µm²` |
| Biggest regs | `estado_atual x5` |
| Via count normalized by instance count | `4.266` |
| Synth Instances | `141` |
| Number of cell instances on the worst register-to-register path | `6` |
| Placed instance area | `0.001241 mm²` |
| DRT Pass-1 Iters | `4` |
| Crit path DAT | `~1.9 ns` |
| Unique cell types | `47` |
| Die boundary width | `around 110 µm` |
| Critical R2R Launch | `estado_atual[3]` |
| RSZ-0062 raised after global routing | `no` |
| Global-route wire length before repair | `~5200 µm` |
| Static Leakage | `between 0.4 and 0.5 nW` |
| Most used flip-flop cell | `sky130_fd_sc_hd__dfrtp_1` |
| Core area | `0.007292 mm²` |
| Count of yosys warnings during synthesis | `1` |
| Cts bufs inserted | `3` |
| Critical Path Fanout Max | `18` |
| MaxCap Viol Count | `0` |
| Detailed-route wire length | `3250 µm` |
| Multi-input gate area | `690.7 µm²` |
| Detailed-route via count | `1092` |
| Initial DRC count | `74` |
| Cell Count Post-Placement | `252` |
| Run status | `complete, no violations` |
| Reg2Reg Setup Slack | `between 0.6 and 0.7 ns` |
| DR DRC count | `0` |
| Filler cell count in the final layout | `844` |
| Async set or reset register ratio after synthesis | `100.0%` |
| Via count of the first global-routing pass | `1011` |
| Combined flip-flop and latch cell area | `128.9 µm²` |
| Most flop-heavy register | `estado_atual` |
| Post-synth seq share | `12.90%` |
| Clock slew at reported path FFs | `0.04 ns` |
| Worst reg2reg path endpoint | `estado_atual[2]` |
| Clock latency reported for the late side of the worst-skew pair | `around 0.22 ns` |
| Total count of hold-check failures in the final report | `0` |
| Tool warning count | `25` |
| Yosys cell count | `141` |
| Fin Setup TNS | `0 ns` |
| H-tree depth reported by CTS | `1` |
| Share of post-route cells with drive strength above 1 | `between 10% and 20%` |
| Post-Synthesis Cell Area | `969.7 µm²` |
| Number of cell rows | `31` |
| Maximum number of pins on one net before global-route repair | `23` |
| Data required time at the worst endpoint | `2.08 ns` |
| Maximum resistive drop on vdd | `0.00007423 V` |
| Total of buffers placed on input and output ports | `20` |
| Pwr per Cell Area | `slightly below 200 mW/mm²` |
| IO Count | `26` |
| Total die area | `~0.011 mm²` |
| GRT Total Usage | `approximately 5.4%` |
| Area growth from synthesis to final layout | `33.03%` |
| Crit Path Category | `register to output port` |
| Post-detailed-route wirelength per cell | `12.70 µm` |
| Detailed placement HPWL | `2507 µm` |
| CTS tree | `yes` |
| Tally of nets with antenna violations remaining after routing | `0` |
| Weighted congestion reported at the end of routability-driven placement | `0.9289` |
| Number of storage elements in the synthesis netlist | `5` |
| Buffers from clock root to sink, at most | `2` |
## where the power goes
part / leakage (nW) / internal (W) / switching, W / total (W)
Sequential: 0.0428 / 0.0000783 / 0 / 0.0000783
Combinational: 0.387 / 0.0000144 / 0.0000127 / 0.0000271
Clock: 0.0228 / 0.000105 / 0.0000386 / 0.000144
## cells in the mapped netlist, drive strengths merged (2+ instances only)
library cell,number,share of area [%]
o32ai,3,2.7
nor2,12,4.6
nand3,2,1.0
inv,3,1.2
nor2b,2,1.3
nand2b,11,7.1
o21a,3,2.3
a21oi,10,5.2
a32oi,2,1.8
o22a,2,1.8
dfrtp,5,13
a31oi,2,1.3
o32a,2,2.1
a221o,2,2.1
buf,21,15
nor3b,2,1.5
o22ai,3,1.9
or3,3,1.9
nor3,3,1.5
conb,2,0.77
nand2,14,5.4
o221ai,2,1.8
o21ai,6,3.1
clkbuf,2,0.77
nand3b,2,1.5
mux2i,2,2.1
## worst max-delay path by stage
stage,start,cells after the start,end,slack (ns)
finish,estado_atual[2],4,tela_renderizada[2],0.16
global route,estado_atual[2],4,tela_renderizada[2],0.03
CTS,estado_atual[2],4,tela_renderizada[2],0.02
## metrics by stage
stage / total power (W) / worst slack, ns / utilization, % / hold slack (ns)
2_1_floorplan: 0.00009621 / 0.7870 / - / 0.2985
3_3_place_gp: 0.0001069 / 0.2831 / 17.02 / 0.7364
3_5_place_dp: 0.0001064 / 0.2691 / 17.02 / 0.7279
4_1_cts: 0.0002524 / 0.02127 / 17.64 / 0.5356
5_1_grt: 0.0002649 / 0.03412 / 17.69 / 0.5304
6_report: 0.0002493 / 0.1616 / 17.69 / 0.5154
## layer usage
metal / GRT usage [%] / wire length (µm) / share of wire [%]
met1: 7.275 / 1496 / 46
met2: 8.297 / 1431 / 44
met3: 1.334 / 248 / 7.6
met4: 1.644 / 73 / 2.2
met5: 0 / 0 / 0
## final cells by class
cell class / count / area share [%]
Multi-Input combinational cell: 113 / 53.54
Timing Repair Buffer: 32 / 22.50
Sequential cell: 5 / 9.990
Clock buffer: 4 / 3.492
Tap cell: 99 / 9.602
Inverter: 3 / 0.8729
## layout by cell type, fill, tap and decap left out, types with 3 or more instances in the layout
cell	netlist	routed
sky130_fd_sc_hd__nor3_1	3	3
sky130_fd_sc_hd__o21ai_0	3	3
sky130_fd_sc_hd__o21a_1	3	3
sky130_fd_sc_hd__conb_1	2	5
sky130_fd_sc_hd__nand2_1	14	14
sky130_fd_sc_hd__o32ai_1	3	3
sky130_fd_sc_hd__or3_1	3	3
sky130_fd_sc_hd__clkdlybuf4s50_1	0	20
sky130_fd_sc_hd__o21ai_1	3	3
sky130_fd_sc_hd__dfrtp_2	0	3
sky130_fd_sc_hd__a21oi_1	10	10
sky130_fd_sc_hd__clkbuf_8	0	3
sky130_fd_sc_hd__nand2b_1	11	11
sky130_fd_sc_hd__nor2_1	12	12
sky130_fd_sc_hd__o22ai_1	3	3
sky130_fd_sc_hd__inv_1	3	3
sky130_fd_sc_hd__buf_4	14	12
## repair_timing
action                                  in CTS  in global routing
setup buffers                                0                  0
endpoints found under the hold margin        0                  0
endpoints found under the setup margin       0                  5
gates resized                                0                  3
hold buffers                                 0                  0
## critical path, cell delays in order, from the launching register on
cell and delay [ns]:
sky130_fd_sc_hd__dfrtp_2 0.51, sky130_fd_sc_hd__nor2_1 0.26, sky130_fd_sc_hd__nand2_1 0.15, sky130_fd_sc_hd__a211oi_1 0.25, sky130_fd_sc_hd__clkdlybuf4s50_1 0.51
## logic make-up (layout without fill, tap and decap cells)
family / Yosys count / after routing / share of synthesized area [%]
buffers and inverters: 26 / 39 / 17.03
other: 2 / 5 / 0.7745
AND/OR/NAND/NOR: 58 / 58 / 31.48
AND-OR/OR-AND: 46 / 46 / 33.94
XOR/XNOR: 2 / 2 / 1.807
flip-flops: 5 / 5 / 12.90
multiplexers: 2 / 2 / 2.065
Power is estimated from default activity; no workload was simulated.
