--- flow/config.mk ---
export PLATFORM = sky130hd
export DESIGN_NAME = fluxo_dados
export DESIGN_NICKNAME = fluxo_dados
export VERILOG_FILES = /design/flow/design.v
export SDC_FILE = /design/flow/constraint.sdc
export NUM_CORES = 4
export LEC_CHECK = 1
export CORE_AREA = 10 10 91 91
export DIE_AREA = 0 0 101 101
--- flow/constraint.sdc ---
current_design fluxo_dados

set clk_period 2.1
set clk_io_pct 0.2

create_clock -name clk0 -period $clk_period [get_ports {clock}]

set non_clock_inputs [all_inputs -no_clocks]
set_input_delay [expr $clk_period * $clk_io_pct] -clock clk0 $non_clock_inputs
set_output_delay [expr $clk_period * $clk_io_pct] -clock clk0 [all_outputs]
--- flow/design.v ---
module comparador_85 #(parameter N = 4)(
                input [N-1:0] A, 
                input [N-1:0] B,
                input       ALBi, 
                input       AGBi, 
                input       AEBi,  
                output      ALBo, 
                output      AGBo, 
                output      AEBo
                );
    wire[N:0]  CSL, CSG;
    assign CSL  = ~A + B + ALBi;
    assign ALBo = ~CSL[N];
    assign CSG  = A + ~B + AGBi;
    assign AGBo = ~CSG[N];
    assign AEBo = ((A == B) && AEBi);
endmodule 
module decrementer #(parameter N=4) ( 
                      input clock       , 
                      input clr         , 
                      input ld          , 
                      input ent         , 
                      input enp         , 
                      input [N-1:0] D     , 
                      output reg [N-1:0] Q , 
                      output reg rco
                    );
	 initial begin
		Q = 3;
    end
    always @ (posedge clock)
        if (clr)                           Q <= 3;
        else if (ld)                       Q <= D;
        else if (ent && enp &&  Q != 0)    Q <= Q - 1;
        else                               Q <= Q;
    always @ (Q or ent)
        if (ent && (Q == 0))       rco = 1;
        else                       rco = 0;
endmodule
module registrador_n #(parameter N = 4)(
    input        clock ,
    input        clear ,
    input        enable,
    input  [N-1:0] D     ,
    output [N-1:0] Q
);
    reg [N-1:0] IQ;
    always @(posedge clock or posedge clear) begin
        if (clear)
            IQ <= 0;
        else if (enable)
            IQ <= D;
    end
    assign Q = IQ;
endmodule
module somador_subtrator #(parameter N=4) ( 
                          input [N-1:0] a,
                          input [N-1:0] b,
                          input select,
                          output [N:0] resul
                    );
  reg [N:0] res;
  always@(*) begin
    if(~select) res = a + b;
    else res = a-b;
  end
  assign resul = res;
endmodule
module fluxo_dados(
    input clock,
    input [5:0] jogada, 
    input clear_asteroide,
    input clear_reg_asteroide,
    input enable_reg_asteroide_x,
    input enable_reg_asteroide_y,
    input clear_reg_jogada,
    input enable_reg_jogada,
    input select_mux_coor,
    input select_mux_incremento,
    input select_sum_sub,
    input clear_decrementer,
    input load_decrementer,
    input ent_decrementer,
    output tiro,  
    output colisao,
    output acertou,  
    output vidas,
    output db_up,
    output db_down,
    output db_right,
    output db_left,
    output db_special,
    output db_shot,
    output [3:0] db_asteroide_coor_x,
    output [3:0] db_asteroide_coor_y,
    output [3:0] db_num_vidas
);
wire [3:0] mux_incremento_out; 
wire [3:0] asteroide_coor_x, asteroide_coor_y;
wire [3:0] demux_coor_out;
wire [4:0] sum_sub_out;
wire [3:0] nave_coor_x, nave_coor_y;
wire [3:0] mux_coordenada_out;
wire wire_x_aste_igual_x_nave, wire_y_aste_igual_y_nave;
wire [3:0] num_vidas;
wire rco_decrementer;
wire [5:0] out_reg_jogada;
or (vidas, num_vidas[3], num_vidas[2], num_vidas[1], num_vidas[0]);
assign nave_coor_x = 4'b0100;
assign nave_coor_y = 4'b0000;
assign db_up = out_reg_jogada[5];
assign db_down = out_reg_jogada[4];
assign db_right = out_reg_jogada[3];
assign db_left = out_reg_jogada[2];
assign db_special = out_reg_jogada[1];
assign db_shot = out_reg_jogada[0];
assign db_num_vidas = num_vidas;
assign colisao = (wire_x_aste_igual_x_nave && wire_y_aste_igual_y_nave) ? 1'b1 : 1'b0;
assign db_asteroide_coor_x = asteroide_coor_x;
assign db_asteroide_coor_y = asteroide_coor_y;
registrador_n #(6) reg_jogada (
    .clock  (clock),
    .clear  (clear_reg_jogada),
    .enable (enable_reg_jogada),
    .D      (jogada),
    .Q      (out_reg_jogada)
);
registrador_n #(4) reg_x_asteroide (
    .clock  (clock),
    .clear  (clear_reg_asteroide | clear_asteroide),
    .enable (enable_reg_asteroide_x),
    .D      ({sum_sub_out[3:0]}),
    .Q      (asteroide_coor_x)
);
registrador_n #(4) reg_y_asteroide (
    .clock  (clock),
    .clear  (clear_reg_asteroide),
    .enable (enable_reg_asteroide_y),
    .D      ({sum_sub_out[3:0]}),
    .Q      (asteroide_coor_y)
);
assign mux_coordenada_out = select_mux_coor ? asteroide_coor_y : asteroide_coor_x;
assign mux_incremento_out = select_mux_incremento ? 4'd2 : 4'd1;
somador_subtrator #(4) somador_subtrator(
    .a      (mux_coordenada_out),
    .b      (mux_incremento_out),
    .select (select_sum_sub),
    .resul  (sum_sub_out)
);
comparador_85 #(4) comparador_x (
    .A    (asteroide_coor_x),
    .B    (nave_coor_x),
    .ALBi (),
    .AGBi (),
    .AEBi (1'b1),
    .ALBo (),
    .AGBo (),
    .AEBo (wire_x_aste_igual_x_nave)
);
comparador_85 #(4) comparador_y (
    .A    (asteroide_coor_y),
    .B    (nave_coor_y),
    .ALBi (),
    .AGBi (),
    .AEBi (1'b1),
    .ALBo (),
    .AGBo (),
    .AEBo (wire_y_aste_igual_y_nave)
);
decrementer #(4) decrementer (
    .clock(clock), 
    .clr  (clear_decrementer), 
    .ld   (load_decrementer), 
    .ent  (ent_decrementer), 
    .enp  (1'b1 && ~rco_decrementer), 
    .D    (4'd3), 
    .Q    (num_vidas), 
    .rco  (rco_decrementer)
);
endmodule
--- flow/run.sh ---
#!/bin/bash
# OpenROAD 26Q1-2900-gdf79404cd8, Yosys 0.63+post, stock flow scripts
make -C /OpenROAD-flow-scripts/flow DESIGN_CONFIG=/design/flow/config.mk WORK_HOME=/design/flow/orfs finish
==> node_exporter_impl.prom <==
# HELP chip_impl_metric Metrics from one implementation run
# TYPE chip_impl_metric gauge
chip_impl_info{name="outcome",value="complete, no violations"} 1
chip_impl_metric{name="warnings",unit=""} 25
chip_impl_metric{name="grt_pass1_vias",unit=""} 838
chip_impl_metric{name="clock_tree.htree_level_count",unit=""} 1
chip_impl_metric{name="netlist-cell-type-count",unit=""} 26
chip_impl_info{name="worst-setup-path-type",value="reg2out"} 1
chip_impl_metric{name="antenna_violating_nets_post_route",unit=""} 0
chip_impl_metric{name="path_clk_slew",unit="ns"} 0.07
chip_impl_metric{name="vias_per_cell",unit=""} 3.65
chip_impl_metric{name="layoutNonFillerInstCount",unit=""} 218
chip_impl_metric{name="cts_sinks",unit=""} 18
chip_impl_metric{name="async_reset_ff_frac",unit=""} 0.778
chip_impl_metric{name="syn-mean-instance-area",unit="sq um"} 10.0
chip_impl_metric{name="cap_viol_max_count",unit=""} 0
chip_impl_metric{name="cts-root-to-sink-buffers",unit=""} 2
chip_impl_metric{name="numPlacedInstances",unit=""} 211
chip_impl_metric{name="antenna-diode-count",unit=""} 0
chip_impl_metric{name="ys_chip_area",unit="sq um"} 962
chip_impl_metric{name="yosysCellCount",unit=""} 96
chip_impl_metric{name="dp_worst_setup_slack",unit="ns"} -0.329
chip_impl_metric{name="layout_worst_path_cycle_share",unit=""} 0.957
chip_impl_info{name="routed.top_layer",value="met4"} 1
chip_impl_metric{name="die-area",unit="sq um"} 10200
chip_impl_metric{name="place.detailed.hpwl",unit="um"} 2260
chip_impl_metric{name="largest_net_degree_at_the_start_of_global_routing",unit=""} 11
chip_impl_metric{name="grt_antenna_before_repair",unit=""} 0
chip_impl_metric{name="edff_count_synth",unit=""} 0
chip_impl_metric{name="achievable-frequency",unit="GHz"} 0.497
chip_impl_metric{name="die_width",unit="um"} 101
chip_impl_metric{name="cp_data_arrival_time",unit="ns"} 1.59
chip_impl_metric{name="buffer_ports.inserted",unit=""} 38
chip_impl_metric{name="finalHoldViolations",unit=""} 0
chip_impl_metric{name="wl_met2",unit="um"} 1230
chip_impl_metric{name="row_count",unit=""} 29
chip_impl_metric{name="worst_slack",unit="ns"} 0.0896
chip_impl_metric{name="routed_wirelength",unit="um"} 2680
chip_impl_info{name="synth-main-ff-cell",value="dfrtp_1"} 1
chip_impl_metric{name="grt_first_pass_wirelength",unit="um"} 4350
chip_impl_metric{name="synth-warning-count",unit=""} 6
chip_impl_metric{name="skew",unit="ns"} 0.000625
chip_impl_metric{name="placeable_core_region",unit="sq um"} 6350
chip_impl_metric{name="final_core_utilization",unit=""} 0.241
chip_impl_info{name="final_common_cell",value="clkdlybuf4s50_1"} 1
chip_impl_metric{name="initCoreUtil",unit=""} 0.152
chip_impl_metric{name="timing.final.setup_violations",unit=""} 0
chip_impl_metric{name="synth-seq-cells",unit=""} 18
chip_impl_metric{name="peakVddDrop",unit="uV"} 348
chip_impl_metric{name="drv_slew",unit=""} 0
chip_impl_metric{name="power.density",unit="nW/um^2"} 942
chip_impl_metric{name="gp_routability_congestion",unit=""} 0.803
chip_impl_metric{name="cts_hold_repair.buffers",unit=""} 0
chip_impl_metric{name="netlist_instances",unit=""} 96
chip_impl_metric{name="area_delta_synth_final",unit="%"} 58.8
chip_impl_metric{name="detail_route.drc_violations",unit=""} 0
chip_impl_metric{name="grtUsageTotal",unit=""} 0.0525
chip_impl_metric{name="post_dp_cell_area",unit="sq um"} 1450
chip_impl_metric{name="critical_path_peak_fanout",unit=""} 3
chip_impl_metric{name="ios",unit=""} 41
chip_impl_metric{name="p_leak",unit="uW"} 0.000645
chip_impl_info{name="layout_top_cells_excl_fill_tap",value="clkdlybuf4s50_1 (37), nor2_1 (14), dfrtp_1 (14)"} 1
chip_impl_info{name="hold_path.class",value="in2async"} 1
chip_impl_metric{name="grt_overflow_total",unit=""} 0
chip_impl_metric{name="met1_length",unit="um"} 1200
chip_impl_metric{name="final_area",unit="sq um"} 1530
chip_impl_metric{name="clock_buffer_count_from_cts",unit=""} 3
chip_impl_metric{name="die.size.y",unit="um"} 101
chip_impl_info{name="timing.critical_path.to_type",value="primary output"} 1
chip_impl_info{name="timing.critical_path.from_type",value="flip-flop"} 1
chip_impl_metric{name="met3_length",unit="um"} 249
chip_impl_metric{name="period_minus_slack",unit="ns"} 2.01
chip_impl_metric{name="synth-seq-area-share",unit=""} 0.447
chip_impl_metric{name="clock_latency",unit="ns"} 0.25
chip_impl_info{name="clock_tree_root_driver_cell",value="clkbuf_8"} 1
chip_impl_metric{name="num_vias",unit=""} 795
chip_impl_metric{name="required",unit="ns"} 1.68
chip_impl_metric{name="synth_area",unit="sq um"} 962
chip_impl_metric{name="fin_worst_hold_slack",unit="ns"} 0.382
chip_impl_metric{name="drt_pass1_iterations",unit=""} 2
chip_impl_metric{name="routedWlPerCell",unit="um"} 12.3
chip_impl_metric{name="r2r_slack",unit="ns"} 0.28
chip_impl_metric{name="drive_gt1_frac",unit=""} 0.184
chip_impl_info{name="tritoncts_clock_tree",value="done"} 1
chip_impl_metric{name="detailedRoute.firstIterationViolations",unit=""} 54
[cell usage after synthesis, drive strengths merged, types with 3 or more instances]
cell	instances	area, sq um
nor2	15	56.3
dfrtp	14	350
clkbuf	3	11.3
nor3	4	20.0
inv	7	26.3
dfxtp	4	80.1
mux2	10	113
nand2	7	26.3
ha	4	50.1
a21oi	9	56.3
buf	3	20.0
[kinds of logic (layout without fill, tap and decap cells)]
family / after synthesis / in the layout / synth area share
compound gates: 12 / 12 / 0.0845
xor+xnor: 3 / 3 / 0.0351
fa+ha+maj: 5 / 5 / 0.0728
buf+inv: 13 / 57 / 0.0598
flops: 18 / 18 / 0.447
mux: 12 / 12 / 0.138
other cells: 1 / 2 / 0.00390
simple gates: 32 / 32 / 0.159
[worst max-delay path: stages, from the launching register on]
cell	delay [ns]
dfrtp_1	0.41
nor4_1	0.23
and4b_1	0.23
clkdlybuf4s50_1	0.47
[final cells by class]
class                   instances  area, sq um
multi-input cells              66          480
flip-flops and latches         18          430
repair buffers                 46          439
inverters                       7         26.3
fillers                       669         4820
clock buffers                   4         55.1
well taps                      77         96.3
[report_power, final]
part           leakage [uW]  internal (uW)  switching (uW)
Combinational      0.000420            400             232
Sequential         0.000196            430            90.5
Clock             0.0000288            166             120
[path summary, 6_finish.rpt]
kind | start | endpoint | cells after the start
setup / recovery | reg_y_asteroide.IQ[1] | colisao | 3
max in group asynchronous | clear_reg_asteroide | reg_x_asteroide.IQ[0] | 2
setup reg to reg | reg_x_asteroide.IQ[1] | reg_y_asteroide.IQ[3] | 8
hold reg to reg | reg_jogada.IQ[2] | reg_jogada.IQ[2] | 1
min in group clk0 | reg_jogada.IQ[2] | reg_jogada.IQ[2] | 1
hold / removal | clear_reg_jogada | reg_jogada.IQ[2] | 2
[per-stage QoR]
| stage | setup TNS [ns] | total power, uW |
|---|---|---|
| floorplan | 0 | 807 |
| global placement | -1.33 | 1140 |
| detailed placement | -1.46 | 1140 |
| CTS | 0 | 1440 |
| global route | -0.00359 | 1560 |
| finish | 0 | 1440 |
[repair_timing]
| item | in CTS | in global routing |
|---|---|---|
| buffers inserted | 0 | 3 |
| resized | 2 | 0 |
| setup endpoints to repair | 4 | 1 |
| pin swaps | 0 | 1 |
[layer usage]
metal / GRT usage / up-vias
li1: - / 407
met3: 0.0249 / 2
met2: 0.0791 / 15
met4: 0.00536 / 0
met5: 0 / -
met1: 0.0695 / 371
[sequential cells by signal, indices dropped and copies added (netlist names)]
register / cells
decrementer.Q: 4
reg_x_asteroide.IQ: 4
reg_jogada.IQ: 6
reg_y_asteroide.IQ: 4
No activity file was given, so power comes from the tool's default toggle rates.
