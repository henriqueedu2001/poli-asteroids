==> /design/flow/design.v <==
module param_ram #(parameter addr_width = 4, 
                   parameter data_width = 8, 
                   parameter depth = 16) 
    (
    input clk,
    input we,
    input [data_width-1:0] data,
    input [addr_width-1:0] addr,
    output reg [data_width-1:0] q
);
reg [data_width-1:0] ram [depth-1:0];
reg [addr_width-1:0] addr_reg;
always @ (posedge clk)
    begin
        if (we)
            ram[addr] <= data;
        addr_reg <= addr;
    end
assign q = ram[addr_reg];
endmodule
==> /design/flow/run.sh <==
#!/bin/bash
# OpenROAD 26Q1-2900-gdf79404cd8, Yosys 0.63+post, stock flow scripts
make -C /OpenROAD-flow-scripts/flow DESIGN_CONFIG=/design/flow/config.mk WORK_HOME=/design/flow/orfs finish
==> /design/flow/config.mk <==
export PLATFORM = sky130hd
export DESIGN_NAME = param_ram
export DESIGN_NICKNAME = param_ram
export VERILOG_FILES = /design/flow/design.v
export SDC_FILE = /design/flow/constraint.sdc
export NUM_CORES = 4
export LEC_CHECK = 1
export CORE_UTILIZATION = 30
==> /design/flow/constraint.sdc <==
current_design param_ram

set clk_period 4.8
set clk_io_pct 0.2

create_clock -name clk0 -period $clk_period [get_ports {clk}]

set non_clock_inputs [all_inputs -no_clocks]
set_input_delay [expr $clk_period * $clk_io_pct] -clock clk0 $non_clock_inputs
set_output_delay [expr $clk_period * $clk_io_pct] -clock clk0 [all_outputs]
==> results.txt <==
The flow run is done. Final antenna-violating net count landed at 0. Leaving out fill and tap cells, the most frequent cells in the layout are 128 x edfxtp_1, 21 x clkdlybuf4s50_1, 18 x mux4_2, 18 x buf_4, 17 x clkbuf_16. From synthesis to final layout, the design area changed by 21.0%.

Post-CTS timing repair inserted 0 buffers for setup. Required time at the worst-slack endpoint landed at 3.84 ns. In this run the maximum-capacitance check reported violations numbering 0. TritonCTS created 17 clock buffers. Post-CTS repair changed the size of 0 cells. Flip-flop count of the largest register, all copies and words added landed at 128.

In this build the clock could be raised as far as 257 MHz. Number of different library cells in the post-synthesis netlist landed at 19. The worst setup path is captured at an output pin.

Number of top-level pins landed at 22. Final-layout setup total negative slack landed at 0 ns. Overall routing resource usage recorded by global route was 13.0%.

The worst path needs 3.90 ns of the cycle, external delays included. The worst setup path is launched from a flip-flop. By instance count after routing, the leading logic cell type is edfxtp_1.

Detailed-route wire length per cell landed at 19.7 um. Violation tally from detailed-route iteration zero landed at 136. Clock input transition at the sequential cells of the worst setup and hold paths landed at 0.05 ns. Maximum number of pins on one net before global-route repair landed at 33.

Max-slew check failures listed in the final report amount to 0. Height of the die landed at 132 um. First-pass iteration count of the detailed router landed at 4. Die outline width landed at 132 um. Yosys-reported design area after synthesis landed at 5070 sq um. Total via count after detailed routing landed at 2,381.

For this run, the number of Yosys warnings is 2. Estimated wirelength of the detail-placed design landed at 6.49 mm. Remaining global-route overflow landed at 0. Initial antenna violation count landed at 0. Per the finish-stage timing summary, setup violations number 0.

Checking hold timing, the worst path is listed with class input pin to flip-flop. Number of global-route vias before repair landed at 2,659. Worst-case clock buffer depth landed at 2. Looking at the VDD voltage map, the peak drop is 0.252 mV. The placement report lists the number of port buffers as 21. TritonCTS built the clock tree. The post-route utilization of the core is recorded as 37.1%.

Looking at the clock tree report, the root buffer type is clkbuf_16. Via density per instance landed at 4.71. The floorplan has 47 rows. Slew at the pin with the worst max-slew slack landed at 0.913 ns.

Largest driver fanout on the critical path landed at 17. Counting flops per register, the top entry is ram. H-tree depth landed at 4. Effective utilization at floorplan landed at 30.7%. The critical path is of the flip-flop to output pin type. Sequential elements use 77.4% of the synthesized area.

Areal power density over the cells landed at 418 nW/um^2. Placeable core area landed at 16,500 sq um. Number of cells in Yosys stat landed at 225. Fraction of layout cells with a size suffix above 1 landed at 23.1%. In the finished design, the share of the clock period the worst path needs comes to 81.2%. The first global-routing pass estimated 15.3 mm of wire. Setup repair after global routing left no endpoint under its margin. Data arrives at the worst endpoint at 2.94 ns.

Summed over all cells, the static leakage comes to 0.00199 uW. Hold-fix buffer count after cts landed at 0. The slew check shows that the tightest pin keeps a relative margin of 38.7%.

The DRC violation total left in the routed layout is recorded as 0. Average size of a mapped cell landed at 22.5 sq um. Counting flops and latches in the post-synthesis netlist gives 132. In this run the tools logged warnings totalling 25. The flow ran to the end, and the final reports show no timing, DRC or antenna violations. Final antenna diode count landed at 0.

Weighted congestion at the end of routability-driven global placement landed at 0.781. Post-synthesis instance area landed at 5070 sq um. Chip footprint landed at 17,400 sq um. Aggregate routed wire length landed at 9.99 mm. The final timing report lists a hold violation count of 0. In the final layout, the registers with the most flip-flops are ram (128). Synthesis produced 225 cells. The clock net in this run drives a total of 132 sinks.
==> worst max-delay path, cell delays in order, from the launching register on <==
cell and delay, ns:
dfxtp_2 0.73, buf_4 0.40, mux4_1 0.65, a22oi_1 0.20
nand2_1 0.08, clkdlybuf4s50_1 0.45
==> cell usage after synthesis, drive strengths merged <==
| master | n | area, sq um |
|---|---|---|
| nor3 | 4 | 20.0 |
| and2b | 1 | 7.51 |
| clkdlybuf4s25 | 3 | 30.0 |
| nand3 | 1 | 5.00 |
| or3b | 1 | 8.76 |
| edfxtp | 128 | 3840 |
| nand2b | 2 | 12.5 |
| a22oi | 16 | 120 |
| nand3b | 2 | 15.0 |
| mux4 | 32 | 773 |
| nor2b | 1 | 6.26 |
| dfxtp | 4 | 80.1 |
| nand2 | 9 | 33.8 |
| and2 | 1 | 6.26 |
| buf | 7 | 56.3 |
| nor2 | 13 | 48.8 |
==> layer usage <==
layer  routed length (um)  up-vias  track usage (%)
met5                    0        -                0
met4                  164        0             1.94
met3                 1550       10             10.8
met2                 4560      134             18.8
met1                 3720     1176             15.6
li1                     -     1061                -
==> final timing paths <==
kind / from / to / slack, ns / cells past startpoint
worst min-delay path: addr[2] / flip-flop / 1.16 / 1
worst max-delay path: flip-flop / q[5] / 0.90 / 5
==> power breakdown <==
part / total, uW / internal (uW) / switching (uW)
logic: 126 / 61.8 / 64.0
registers: 1300 / 1290 / 9.39
clock network: 1140 / 703 / 436
==> layout make-up <==
type | count | area [sq um]
Clock buffer | 21 | 440
Clock inverter | 11 | 87.6
Fill cell | 1474 | 10400
Multi-Input combinational cell | 83 | 1060
Sequential cell | 132 | 3930
Tap cell | 220 | 275
Timing Repair Buffer | 39 | 345
==> through the flow <==
step                setup slack (ns)  instances  power [uW]  cell area, sq um  hold slack, ns
detailed placement              1.23        474        1450              5600            1.56
finish                         0.901        506        2560              6130            1.16
global route                   0.687        506        2650              6130            1.16
global placement                1.27        474        1450              5600            1.55
CTS                            0.795        506        2590              6130            1.14
floorplan                       2.35        225        1380              5070           0.988
==> cell families (layout without fill, tap and decap cells) <==
family,Yosys count,count (layout),share of synthesized area (%)
compound gates,16,16,2.37
buf+inv,10,71,1.70
flops,132,132,77.4
mux,32,32,15.3
simple gates,35,35,3.23
No activity file was given, so power comes from the tool's default toggle rates.
